==> ./design.v <==
module Showcase0 (
    input wire[31:0] a,
    input wire signed[31:0] b,
    output reg[31:0] c,
    input wire clk,
    output reg cmp_0,
    output reg cmp_1,
    output reg cmp_2,
    output reg cmp_3,
    output reg cmp_4,
    output reg cmp_5,
    output reg[31:0] contOut,
    input wire[31:0] d,
    input wire e,
    output wire f,
    output reg[15:0] fitted,
    output reg[7:0] g,
    output reg[7:0] h,
    input wire[1:0] i,
    output reg[7:0] j,
    output reg[31:0] k,
    output wire out,
    output wire output_0,
    input wire rst_n,
    output reg[7:0] sc_signal
);
    localparam [31:0] const_private_signal = 32'h0000007b;
    reg signed[7:0] fallingEdgeRam[0:3];
    reg r = 1'b0;
    reg[1:0] r_0 = 2'b00;
    reg[1:0] r_1 = 2'b00;
    reg r_next;
    wire[1:0] r_next_0;
    wire[1:0] r_next_1;
    reg[7:0] rom[0:3];
    always @(a, b) begin: assig_process_c
        c = a + $unsigned(b);
    end
    always @(a) begin: assig_process_cmp_0
        cmp_0 = a < 32'h00000004;
    end
    always @(a) begin: assig_process_cmp_1
        cmp_1 = a > 32'h00000004;
    end
    always @(b) begin: assig_process_cmp_2
        cmp_2 = b <= $signed(32'h00000004);
    end
    always @(b) begin: assig_process_cmp_3
        cmp_3 = b >= $signed(32'h00000004);
    end
    always @(b) begin: assig_process_cmp_4
        cmp_4 = b != $signed(32'h00000004);
    end
    always @(b) begin: assig_process_cmp_5
        cmp_5 = b == $signed(32'h00000004);
    end
    always @(*) begin: assig_process_contOut
        contOut = const_private_signal;
    end
    assign f = r;
    always @(negedge clk) begin: assig_process_fallingEdgeRam
        fallingEdgeRam[r_1] <= $signed(a[7:0]);
        k <= {24'h000000, $unsigned(fallingEdgeRam[r_1])};
    end
    always @(a) begin: assig_process_fitted
        fitted = a[15:0];
    end
    always @(a, b) begin: assig_process_g
        g = {{a[1] & $signed(b[1]), a[0] ^ $signed(b[0]) | a[1]}, a[5:0]};
    end
    always @(a, r) begin: assig_process_h
        if (a[2])
            if (r)
                h = 8'h00;
            else if (a[1])
                h = 8'h01;
            else
                h = 8'h02;
    end
    always @(posedge clk) begin: assig_process_j
        j <= rom[r_1];
    end
    assign out = 1'b0;
    assign output_0 = 1'bx;
    always @(posedge clk) begin: assig_process_r
        if (~rst_n) begin
            r_1 <= 2'b00;
            r_0 <= 2'b00;
            r <= 1'b0;
        end else begin
            r_1 <= r_next_1;
            r_0 <= r_next_0;
            r <= r_next;
        end
    end
    assign r_next_0 = i;
    assign r_next_1 = r_0;
    always @(e, r) begin: assig_process_r_next_1
        if (~r)
            r_next = e;
        else
            r_next = r;
    end
    always @(a) begin: assig_process_sc_signal
        case(a)
            32'h00000001:
                sc_signal = 8'h00;
            32'h00000002:
                sc_signal = 8'h01;
            32'h00000003:
                sc_signal = 8'h03;
            default:
                sc_signal = 8'h04;
        endcase
    end
    initial begin
        rom[0] = 8'h00;
        rom[1] = 8'h01;
        rom[2] = 8'h02;
        rom[3] = 8'h03;
    end
endmodule
==> ./run.sh <==
#!/bin/bash
# OpenROAD 26Q1-2900-gdf79404cd8, Yosys 0.63+post, stock flow scripts
make -C /OpenROAD-flow-scripts/flow DESIGN_CONFIG=/design/flow/config.mk WORK_HOME=/design/flow/orfs finish
==> ./config.mk <==
export PLATFORM = sky130hd
export DESIGN_NAME = Showcase0
export DESIGN_NICKNAME = Showcase0
export VERILOG_FILES = /design/flow/design.v
export SDC_FILE = /design/flow/constraint.sdc
export NUM_CORES = 4
export LEC_CHECK = 1
export CORE_AREA = 10 10 156 156
export DIE_AREA = 0 0 166 166
==> ./constraint.sdc <==
current_design Showcase0

set clk_period 15.6
set clk_io_pct 0.2

create_clock -name clk0 -period $clk_period [get_ports {clk}]

set non_clock_inputs [all_inputs -no_clocks]
set_input_delay [expr $clk_period * $clk_io_pct] -clock clk0 $non_clock_inputs
set_output_delay [expr $clk_period * $clk_io_pct] -clock clk0 [all_outputs]
==> run summary <==
ordered list of cells on the worst path = clkdlybuf4s50_1
largest net degree at the start of global routing = 17
Worst path top cell family by delay = buffers and inverters
Crit path buffers/inverters = 1
RSZ-0062 raised after global routing = no
Top cells by area = edfxtp_1, buf_4, ha_1
Yosys Instances = 485
Max clock buf depth = 2
PD cells = 78.20 nW/um2
initial antenna violation count = 1
largest area contributor in the netlist = edfxtp_1
endpoints left unconstrained = 4
DRT iter0 DRCs = 220
port bufs = 146
final wirelength = 15620 um
Yosys cell types = 65
syn avg cell area = 9.104 um2
GPL Wtd Cong = 0.8943
die height = 166 um
R2R Path Start = r_1[0]$_SDFF_PN0_
Yosys reg bits = 49
DR vias/cell = 4.293
flop2flop setup slack = 5.99 ns
hpwl dp = 13600 um
R2R depth = 1
die width = 166 um
CP Data Arrival Time = 8.93 ns
Root Buffer = clkbuf_16
Synth-to-Final Area Change = 36.95%
Peak VDD IR = 0.00005726 V
Mapped Cells = 485
Final Setup Violations = 0
Residual DRC = 0
status = finished clean
CTS tree = done
synth warn = 1
max_slew headroom = 0.4709
Top cells excl fill/tap = clkdlybuf4s50_1, conb_1, inv_1, nand2_1
crit-path max FO = 1
Worst setup startpoint = k[3]$_DFF_N_
tool warnings = 97
Hold Crit Depth = 1
floorplan utilization = 0.2100
Crit Path Class = register to output port
first-pass GRT wire length = 23180 um
most used logic cell in the final layout = clkdlybuf4s50_1
via count = 3954
Cell Area, Synth = 4415 um2
IO Pins = 254
total grt overflow = 0
Setup Fix Bufs, Post-CTS = 0
ANT cells = 0
Worst Setup End Kind = output port
worst path required time = 12.48 ns
clk ins delay skew pair = 0.37 ns
WL per Instance = 16.96 um
nature of the critical path startpoint = register
Detailed Routing Iterations Pass 1 = 4
Slew Viols, Final = 0
number of global-route vias before repair = 4147
ys flop type = edfxtp_1
Post-synth EDFFs = 32
Post-Route Setup TNS = 0 ns
worst hold path class = register to register
Rows = 53
Post-CTS Resized = 0
count of unclocked register or latch pins = 2
Worst path depth = 1
Slew @ Worst Pin = 0.7921 ns
Clock Skew = 0.07979 ns
Post-synth ARST share = 0
share of post-route cells with drive strength above 1 = 0.05108
Top-area cell share = 0.2176
cts bufs inserted = 5
CORE AREA = 21020 um2
DRT antenna net count = 0
GR Util All Layers = 0.1068
Worst R2R End = fallingEdgeRam[1][0]$_DFFE_NP_
Hold Vio Cnt, Final = 0
Pleak = 2.433 nW
CTS clk-pin slew, worst paths = 0.07 ns
crit path to = k[3]
post-route cell area = 6047 um2
MaxCap Viol Count = 0
Area after DPL = 5720 um2
CTS Hold Bufs = 0
Worst path max stage delay = 0.46 ns
CP max-delay cell = clkdlybuf4s50_1
YS chip area = 4415 um2
H-Tree Depth = 2
chip area = 27560 um2
## cell usage after synthesis, types with 10 or more instances
master	count
a21oi_1	30
buf_4	97
dfxtp_1	15
edfxtp_1	32
ha_1	31
inv_1	10
nand2_1	36
nand4_1	10
nor2_1	32
nor3_1	13
nor4_1	16
o21ai_0	19
xnor2_1	16
## cells by family after synthesis
| kind of cell | synth area share |
|---|---|
| AOI/OAI and AO/OA | 0.1663 |
| xor gates and xnor gates | 0.04959 |
| adders and majority gates | 0.09238 |
| buffers and inverters | 0.1839 |
| DFF | 0.2856 |
| latches | 0.006801 |
| muxes | 0.04307 |
| other | 0.001701 |
| and+or+nand+nor | 0.1706 |
## area by class of cell
| cell class | instances | area, um2 |
|---|---|---|
| flip-flops and latches | 49 | 1291 |
| clock buffers | 5 | 125.1 |
| fillers | 2214 | 14970 |
| clock inverters | 43 | 205.2 |
| multi-input cells | 394 | 2586 |
| repair buffers | 146 | 1461 |
| well taps | 275 | 344.1 |
| inverters | 9 | 33.78 |
## report_power, final
part / total, W / switching (W) / internal (W)
sequential: 0.000143 / 0.00000255 / 0.000141
clock: 0.000163 / 0.0000721 / 0.0000910
combinational: 0.000166 / 0.0000750 / 0.0000913
## worst min path at each step
stage	end	slack, ns	startpoint
CTS	r_1[1]$_SDFF_PN0_	0.44	r_0[1]$_SDFF_PN0_
global route	r_1[1]$_SDFF_PN0_	0.45	r_0[1]$_SDFF_PN0_
finish	r_1[1]$_SDFF_PN0_	0.44	r_0[1]$_SDFF_PN0_
## layer usage
layer,part of all wire,global-route usage,wire length [um],up-vias
li1,-,-,-,1935
met1,0.41,0.1310,6368,1814
met2,0.50,0.1861,7774,190
met3,0.083,0.03096,1295,13
met4,0.011,0.01425,165,2
met5,0.00083,0,13,-
## metrics by stage
stage	setup WS (ns)	hold slack, ns	std cells	total power (W)	util
after floorplan	4.418	0.3720	558	0.0002479	-
final	3.553	0.4366	921	0.0004729	0.2877
after detailed placement	3.529	0.4236	874	0.0003303	0.2721
after global placement	3.546	0.4203	874	0.0003312	0.2721
after global routing	3.500	0.4526	921	0.0005106	0.2877
after CTS	3.534	0.4400	921	0.0004833	0.2877
## sequential cells by signal, summed over array words and instances, names as in the netlist
signal          cells
r_0                 2
j                   2
k                   8
r_1                 2
fallingEdgeRam     32
r                   1
h                   2
No activity file was given, so power comes from the tool's default toggle rates.
