$ cat flow/run.sh
#!/bin/bash
# OpenROAD 26Q1-2900-gdf79404cd8, Yosys 0.63+post, stock flow scripts
make -C /OpenROAD-flow-scripts/flow DESIGN_CONFIG=/design/flow/config.mk WORK_HOME=/design/flow/orfs finish
$ cat flow/config.mk
export PLATFORM = sky130hd
export DESIGN_NAME = RippleAdder0
export DESIGN_NICKNAME = RippleAdder0
export VERILOG_FILES = /design/flow/design.v
export SDC_FILE = /design/flow/constraint.sdc
export NUM_CORES = 4
export LEC_CHECK = 1
export CORE_AREA = 10 10 70 70
export DIE_AREA = 0 0 80 80
$ cat flow/constraint.sdc
current_design RippleAdder0

set clk_period 2.2
set clk_io_pct 0.2

create_clock -name clk0 -period $clk_period

set non_clock_inputs [all_inputs -no_clocks]
set_input_delay [expr $clk_period * $clk_io_pct] -clock clk0 $non_clock_inputs
set_output_delay [expr $clk_period * $clk_io_pct] -clock clk0 [all_outputs]
$ cat flow/design.v
module FullAdder (
    input wire a,
    input wire b,
    input wire ci,
    output reg co,
    output reg s
);
    always @(a, b, ci) begin: assig_process_co
        co = a & b | a & ci | b & ci;
    end
    always @(a, b, ci) begin: assig_process_s
        s = a ^ b ^ ci;
    end
endmodule
module RippleAdder0 #(
    parameter p_wordlength = 4
) (
    input wire[3:0] a,
    input wire[3:0] b,
    input wire ci,
    output reg co,
    output reg[3:0] s
);
    reg[4:0] c;
    reg sig_fa0_a;
    reg sig_fa0_b;
    reg sig_fa0_ci;
    wire sig_fa0_co;
    wire sig_fa0_s;
    reg sig_fa1_a;
    reg sig_fa1_b;
    reg sig_fa1_ci;
    wire sig_fa1_co;
    wire sig_fa1_s;
    reg sig_fa2_a;
    reg sig_fa2_b;
    reg sig_fa2_ci;
    wire sig_fa2_co;
    wire sig_fa2_s;
    reg sig_fa3_a;
    reg sig_fa3_b;
    reg sig_fa3_ci;
    wire sig_fa3_co;
    wire sig_fa3_s;
    FullAdder fa0_inst (
        .a(sig_fa0_a),
        .b(sig_fa0_b),
        .ci(sig_fa0_ci),
        .co(sig_fa0_co),
        .s(sig_fa0_s)
    );
    FullAdder fa1_inst (
        .a(sig_fa1_a),
        .b(sig_fa1_b),
        .ci(sig_fa1_ci),
        .co(sig_fa1_co),
        .s(sig_fa1_s)
    );
    FullAdder fa2_inst (
        .a(sig_fa2_a),
        .b(sig_fa2_b),
        .ci(sig_fa2_ci),
        .co(sig_fa2_co),
        .s(sig_fa2_s)
    );
    FullAdder fa3_inst (
        .a(sig_fa3_a),
        .b(sig_fa3_b),
        .ci(sig_fa3_ci),
        .co(sig_fa3_co),
        .s(sig_fa3_s)
    );
    always @(ci, sig_fa0_co, sig_fa1_co, sig_fa2_co, sig_fa3_co) begin: assig_process_c
        c = {{{{sig_fa3_co, sig_fa2_co}, sig_fa1_co}, sig_fa0_co}, ci};
    end
    always @(c) begin: assig_process_co
        co = c[4];
    end
    always @(sig_fa0_s, sig_fa1_s, sig_fa2_s, sig_fa3_s) begin: assig_process_s
        s = {{{sig_fa3_s, sig_fa2_s}, sig_fa1_s}, sig_fa0_s};
    end
    always @(a) begin: assig_process_sig_fa0_a
        sig_fa0_a = a[0];
    end
    always @(b) begin: assig_process_sig_fa0_b
        sig_fa0_b = b[0];
    end
    always @(c) begin: assig_process_sig_fa0_ci
        sig_fa0_ci = c[0];
    end
    always @(a) begin: assig_process_sig_fa1_a
        sig_fa1_a = a[1];
    end
    always @(b) begin: assig_process_sig_fa1_b
        sig_fa1_b = b[1];
    end
    always @(c) begin: assig_process_sig_fa1_ci
        sig_fa1_ci = c[1];
    end
    always @(a) begin: assig_process_sig_fa2_a
        sig_fa2_a = a[2];
    end
    always @(b) begin: assig_process_sig_fa2_b
        sig_fa2_b = b[2];
    end
    always @(c) begin: assig_process_sig_fa2_ci
        sig_fa2_ci = c[2];
    end
    always @(a) begin: assig_process_sig_fa3_a
        sig_fa3_a = a[3];
    end
    always @(b) begin: assig_process_sig_fa3_b
        sig_fa3_b = b[3];
    end
    always @(c) begin: assig_process_sig_fa3_ci
        sig_fa3_ci = c[3];
    end
    generate if (p_wordlength != 4)
        $error("%m Generated only for this param value");
    endgenerate
endmodule
==> CHANGELOG.md <==
### Changed

* Status: complete, but fails checks
* Failing checks: negative setup slack
* Num ports at 14
* RSZ-0062 raised after global routing: true
* Final setup margin at -0.303 ns
* DRC Markers at 0
* Post-DRT Antenna Nets at 0
* Synthesized instance count at 18
* Routed wire length at ~520 um
* Sequential cells at 0
* Sequential group share of total power at 0
* Max Clk Rate at ~0.4 GHz
* Slowest stage delay, CP at just under 0.4 ns
* Lkg Pwr at around 0.14 nW
* Diode count at 0
* Tool warnings at 35
* Die span in x at about 80 um
* Design area at between 300 and 400 um2
* Crit path launch: b[0]
* YS warnings at 2
* Hold Violations, Final at 0
* Post-CTS Setup Inserts at 0
* Total negative setup slack at -0.411 ns
* Synthesized area at 148 um2
* Post-layout min period at between 2 and 3 ns
* Crit path DAT at just over 2 ns
* Vias in the first global route at between 100 and 150
* Slowest stage cell, crit path: fa_1
* Comb pwr share at 1.000
* Cell mode on critical path: fa_2
* Crit end category: output port
* Crit-path cells: buf_6 -> inv_4 -> fa_2 -> inv_2 -> fa_2 -> fa_2 -> inv_2 -> fa_1 -> inv_1 -> buf_2
* Top cells by area: fa_1 54%, inv_1 25%, buf_4 20%
* WP data required at 1.76 ns
* Die area at around 6400 um2
* Die extent in y at roughly 80 um
* Port-buffer cells at 14
* Clock buffers at 0
* Most common cell in the netlist: inv_1
* Pwr per Cell Area at between 150 and 200 nW/um2
* Dpl hpwl at 520 um
* Peak VDD IR at ~0.02 mV
* Top cells by count: 10 x inv_1, 4 x buf_4, 4 x fa_1
* Slew Limit Fails at 0
* DR iter-0 viols at 0
* Bufs and invs on worst path at 6
* Place WS at -1.04 ns
* Kind of critical path: input pin to output port
* Ys cells at 18
* Final period utilization at 1.14
* Largest delay share family, worst path: adder cells
* Placer Congestion at 0.716
* Drt via density at roughly 1.5
* Synth cell types at 3
* Core Density at Floorplan at 0.0432
* Initial antenna violation count at 0
* Internal power at between 30 and 40 uW
* Crit start category: input pin
* Worst Setup EP: s[3]
* Largest net degree at the start of global routing at 2
* Area reported by Yosys stat at 148 um2
* Post-CTS Hold Buffers at 0
* Core box area at roughly 3400 um2
* Hold Path Class: input pin to output port
* Synth area leader: fa_1
* Gr usage total at 0.0158
* Register Area at 0 um2
* Switching pwr at ~20 uW
* Layout cells sized above 1 at 0.500
* Placement Cell Area at between 300 and 400 um2
* MaxCap Viol Count at 0
* Sequential area share after synthesis at 0
* Worst-margin pin slew at 0.105 ns
* Row cnt at 21
* CP max FO at 1
* Number of setup violations in the final report at 2
* Drt wl/cell at between 7 and 8 um
* Drt pass-1 iters at 1
* Vias post-DR at roughly 110
* Critical path depth at 10
* GRT Residual Overflow at 0
* Post-synth top area share at 0.542
* First-pass GRT wire length at between 700 and 800 um
* Clock share of power at 0
* Slew margin rel. at 0.930
* Area grow syn2layout at 110%
* Sw Share at 0.348
* Syn Area/Cell at 8.20 um2
## tightest hold or removal path, cell delays in order
cell and delay [ns]:
dlygate4sd2_1 0.23, fa_2 0.20, dlygate4sd2_1 0.20
## power by group through the flow
stage | Clock (mW) | Sequential, mW | Combinational (mW)
5_1_grt | 0 | 0 | 0.0665
6_report | 0 | 0 | 0.0565
4_1_cts | 0 | 0 | 0.0600
## layer usage
metal | share of wire | vias to the layer above | GRT usage
met5 | 0 | - | 0
met4 | 0 | 0 | 0
met3 | 0.17 | 0 | 0.0114
met2 | 0.43 | 8 | 0.0241
met1 | 0.39 | 44 | 0.0188
li1 | - | 60 | -
## cells by family after synthesis
kind of cell / count (synthesis) / synth area share
buffers and inverters: 14 / 0.458
adder cells (fa/ha/maj): 4 / 0.542
## final cells by class
class / instances / area [um2]
well taps: 46 / 57.6
multi-input cells: 4 / 87.6
repair buffers: 14 / 125
fillers: 411 / 3110
inverters: 10 / 40.0
## layout by cell type (no fill, tap or decap)
cell / instances
inv_1: 5
clkdlybuf4s50_1: 5
inv_2: 4
fa_2: 3
buf_6: 3
dlygate4sd2_1: 3
buf_2: 3
inv_4: 1
fa_1: 1
## what timing repair did
item / in CTS / in global routing
gates resized: 31 / 0
endpoints found under the setup margin: 5 / 3
pin swaps: 4 / 4
## worst min-delay path by stage
stage	depth (start not counted)	from	to
after CTS	3	a[1]	s[1]
after global routing	3	a[1]	s[1]
final	3	a[1]	s[1]
## metrics by stage
| stage | utilization | hold slack, ns | cells | power [mW] |
|---|---|---|---|---|
| 4_1_cts | 0.0908 | 1.50 | 74 | 0.0600 |
| 6_report | 0.0908 | 1.51 | 74 | 0.0565 |
| 2_1_floorplan | - | 1.11 | 18 | 0.0318 |
| 3_3_place_gp | 0.0938 | 1.96 | 74 | 0.0676 |
| 3_5_place_dp | 0.0938 | 1.96 | 74 | 0.0688 |
| 5_1_grt | 0.0908 | 1.55 | 74 | 0.0665 |
Power and IR drop assume default switching activity.
