`design/flow/design.v`:
```
module ExtractedHwModule (
    input wire clk,
    input wire[7:0] i,
    output wire[7:0] r0,
    input wire sig_0
);
    reg[7:0] r0_0 = 8'h00;
    wire[7:0] r0_next;
    always @(posedge clk) begin: assig_process_r0
        if (sig_0)
            r0_0 <= 8'h00;
        else
            r0_0 <= r0_next;
    end
    assign r0 = r0_0;
    assign r0_next = i;
endmodule
module ExtractedHwModule_0 (
    input wire clk,
    output wire[7:0] r1,
    input wire sig_0,
    input wire[7:0] sig_uForR0_r0
);
    reg[7:0] r1_0 = 8'h00;
    wire[7:0] r1_next;
    always @(posedge clk) begin: assig_process_r1
        if (sig_0)
            r1_0 <= 8'h00;
        else
            r1_0 <= r1_next;
    end
    assign r1 = r1_0;
    assign r1_next = sig_uForR0_r0;
endmodule
module HwModuleWidthDynamicallyGeneratedSubunitsForRegisters (
    input wire clk,
    input wire[7:0] i,
    output wire[7:0] o,
    input wire rst_n
);
    wire sig_uForR0_clk;
    wire[7:0] sig_uForR0_i;
    wire[7:0] sig_uForR0_r0;
    reg sig_uForR0_sig_0;
    wire sig_uForR1_clk;
    wire[7:0] sig_uForR1_r1;
    reg sig_uForR1_sig_0;
    wire[7:0] sig_uForR1_sig_uForR0_r0;
    ExtractedHwModule uForR0_inst (
        .clk(sig_uForR0_clk),
        .i(sig_uForR0_i),
        .r0(sig_uForR0_r0),
        .sig_0(sig_uForR0_sig_0)
    );
    ExtractedHwModule_0 uForR1_inst (
        .clk(sig_uForR1_clk),
        .r1(sig_uForR1_r1),
        .sig_0(sig_uForR1_sig_0),
        .sig_uForR0_r0(sig_uForR1_sig_uForR0_r0)
    );
    assign o = sig_uForR1_r1;
    assign sig_uForR0_clk = clk;
    assign sig_uForR0_i = i;
    always @(rst_n) begin: assig_process_sig_uForR0_sig_0
        sig_uForR0_sig_0 = ~rst_n;
    end
    assign sig_uForR1_clk = clk;
    always @(rst_n) begin: assig_process_sig_uForR1_sig_0
        sig_uForR1_sig_0 = ~rst_n;
    end
    assign sig_uForR1_sig_uForR0_r0 = sig_uForR0_r0;
endmodule
```
`design/flow/run.sh`:
```
#!/bin/bash
# OpenROAD 26Q1-2900-gdf79404cd8, Yosys 0.63+post, stock flow scripts
make -C /OpenROAD-flow-scripts/flow DESIGN_CONFIG=/design/flow/config.mk WORK_HOME=/design/flow/orfs finish
```
`design/flow/config.mk`:
```
export PLATFORM = sky130hd
export DESIGN_NAME = HwModuleWidthDynamicallyGeneratedSubunitsForRegisters
export DESIGN_NICKNAME = HwModuleWidthDynamicallyGeneratedSubunitsForRegisters
export VERILOG_FILES = /design/flow/design.v
export SDC_FILE = /design/flow/constraint.sdc
export NUM_CORES = 4
export LEC_CHECK = 1
export CORE_AREA = 10 10 75 75
export DIE_AREA = 0 0 85 85
```
`design/flow/constraint.sdc`:
```
current_design HwModuleWidthDynamicallyGeneratedSubunitsForRegisters

set clk_period 1.0
set clk_io_pct 0.2

create_clock -name clk0 -period $clk_period [get_ports {clk}]

set non_clock_inputs [all_inputs -no_clocks]
set_input_delay [expr $clk_period * $clk_io_pct] -clock clk0 $non_clock_inputs
set_output_delay [expr $clk_period * $clk_io_pct] -clock clk0 [all_outputs]
```
==> results_slide.txt <==
Implementation Results

Run status
  – Outcome: completed

Timing
  – Worst clock skew: 0.983 ps
  – # setup viols final: 0
  – Crit share post-route: 96.4%
  – Final Hold Violation Tally: 0
  – Hold WS: 438 ps
  – F_max: 1040 MHz
  – Slew Viols, Final: 0
  – Relative slew margins: 93.0%
  – RSZ-0062 raised after global routing: false
  – Min Tclk post-route: 964 ps
  – Setup WS post-layout: 36.4 ps
  – Least-Margin Pin Slew: 106 ps

Clock tree
  – Num CTS Buffers: 3
  – Post-CTS setup buffers: 0
  – H-tree depth: 1
  – Post-cts hold buffer count: 0
  – CTS tree: built
  – Clock latency on the worst-skew pair: 240 ps
  – Clock Sinks: 16
  – Post-CTS sizing: 8
  – Clock Tree Root: clkbuf_8
  – Reg clk slew, reported paths: 50 ps
  – Clock tree buffer depth: 2

Power
  – Leak pwr: 0.314 nW
  – Sw frac: 16.1%
  – Sequential Power Share: 52.4%
  – Power density cells: 1780 mW/mm^2
  – Logic gate share of total power: 6.2%
  – Clock share of power: 41.3%
  – P_int: 1.08 mW
  – Peak VDD IR: 0.488 mV
  – NetSw: 0.206 mW

Synth
  – Post-synth EDFFs: 0
  – Synth Instances: 33
  – Synth unique cells: 4
  – Avg Cell Area, Syn: 13.5 um^2
  – Synth Seq Share: 71.7%
  – Top cells by count: 16 x dfxtp_1, 12 x and2_2, 4 x and2_1
  – Area leader, netlist: dfxtp_1
  – Asr flop ratio synth: 0%
  – Ys flop type: dfxtp_1
  – Cell Area, Synth: 447 um^2
  – Synth Warn #: 3
  – Ys flops: 16
  – Area leader share: 71.7%
  – Post-synthesis cell count from yosys: 33
  – Most common cell in the netlist: dfxtp_1
  – Yosys Chip Area: 447 um^2
  – Cell area leaders: dfxtp_1 72%, and2_2 20%, and2_1 5.6%

Global routing
  – First-pass GRT wire length: 1330 um
  – Total GRT Usage: 2.28%
  – Initial antenna violation count: 0
  – Gr ovfl total: 0
  – Pin count of the biggest net entering global routing: 17
  – Number of global-route vias before repair: 285

Flow run
  – OpenROAD warnings: 25
  – Max Cap Viol: 0

Placement
  – Pre-CTS setup slack: -74.7 ps
  – GP Congestion: 0.617
  – Number of port buffers: 17
  – Placed cells: 100

Cells and area
  – Final cell count without fillers: 104
  – Share of cells above drive strength 1: 31.5%
  – Layout area overhead: 61.3%

Die
  – I/O Pins: 18
  – Fp_density: 11.0%
  – CORE AREA: 0.00406 mm^2
  – Die area: 0.00723 mm^2
  – Std cell rows: 23
  – Vert. Die Dim: 85 um
  – Horiz. Die Dim: 85 um

Route
  – Number of DRC markers in iteration 0: 10
  – Post-route ant nets: 0
  – Ant. Diodes: 0
  – DRC viols: 0
  – Total Wirelength: 822 um
  – Total number of vias: 267
  – Pre-antenna DRT Iters: 2
  – Wirelength per Cell: 7.90 um
  – Vias per cell: 2.57

Critical path
  – Flop2flop setup slack: 430 ps
  – CP max-delay cell: dfxtp_1
  – Crit path buffers/inverters: 1
  – R2R cell count: 1
  – Critical-path cell list: dlygate4sd2_1
  – Crit path max-delay family: flip-flops
  – Worst setup SP type: register
  – R2r startpoint: uForR0_inst.r0_0[5]$_SDFF_PN0_
  – Critical path arrival: 760 ps
  – R2r endpoint: uForR1_inst.r1_0[5]$_SDFF_PN0_
  – CP required: 800 ps
  – Kind of critical path: reg -> out
  – CP max stage delay: 300 ps
  – CP endpoint kind: primary output
  – Worst-path fanout max: 1

Worst hold path
  – Worst Hold Depth: 1
  – Hold/Removal Path Class: reg -> reg
  – Hold EP: uForR1_inst.r1_0[0]$_SDFF_PN0_
  – HP Start: uForR0_inst.r0_0[0]$_SDFF_PN0_
## how the worst max path moves through the flow
| stage | start | end | slack (ps) | cells after the start |
|---|---|---|---|---|
| 6_report | uForR1_inst.r1_0[0]$_SDFF_PN0_ | o[0] | 40 | 1 |
| 5_1_grt | uForR1_inst.r1_0[0]$_SDFF_PN0_ | o[0] | 3 | 1 |
| 4_1_cts | uForR1_inst.r1_0[5]$_SDFF_PN0_ | o[5] | 20 | 1 |
## power by group through the flow
stage / Combinational, mW / Sequential, mW / Clock, mW
after global routing: 0.0906 / 0.677 / 0.569
after CTS: 0.0835 / 0.674 / 0.550
final: 0.0802 / 0.673 / 0.531
## final cells by class
type / count / area, um^2
clock buffers: 4 / 55.1
flip-flops and latches: 16 / 320
repair buffers: 18 / 168
well taps: 50 / 62.6
fillers: 434 / 3340
multi-input cells: 16 / 115
## routing by layer
layer	global-route usage (%)	routed length (um)	vias to the layer above
li1	-	-	139
met1	2.66	343	117
met2	3.61	386	11
met3	1.25	93	0
met4	0.449	0	0
met5	0	0	-
## through the flow
| stage | total power [mW] | setup TNS, ps | utilization, % | instance area [um^2] |
|---|---|---|---|---|
| final | 1.28 | 0 | 17.8 | 721 |
| after global routing | 1.34 | 0 | 17.8 | 721 |
| after CTS | 1.31 | 0 | 17.8 | 721 |
| after detailed placement | 0.780 | -761 | 16.7 | 676 |
| after global placement | 0.778 | -656 | 16.7 | 676 |
| after floorplan | 0.712 | 0 | - | 447 |
## state kept, by name, summed over array words and instances (netlist names)
signal,cells
uForR0_inst.r0_0,8
uForR1_inst.r1_0,8
## cell families after synthesis
family / Yosys count / synth area share (%)
simple gates: 16 / 25.8
flops: 16 / 71.7
buf+inv: 1 / 2.52
## layout by cell type (no fill, tap or decap)
master and instances:
and2_1 4, and2_2 12, buf_4 1, clkbuf_8 4, clkdlybuf4s50_1 9, dfxtp_1 16, dlygate4sd2_1 8
No activity file was given, so power comes from the tool's default toggle rates.
